$ cat flow/design.v
module control (input logic [6:0] Opcode,
				input logic [9:0] funct12,
				input logic stall,
				output logic MemRead,ALUSrc,Jump,SAJ,Branch_equal,Branch_not_equal,Branch_greater,Branch_less,Jump_Register,
				output logic [1:0] MemWrite,
				output logic [1:0] MemToReg,
			    output logic [2:0] RegWrite,
				output logic [3:0] ALUOp1,
				output logic [3:0] ALUOp2,
				output logic [9:0] funct12_out_debug
				);
assign funct12_out_debug =funct12;
	always_comb  
	begin 
				  MemRead = 1'b0;  
				  MemWrite = 2'b00;  
				  MemToReg = 2'b00;  
				  RegWrite = 3'b000;
				  ALUSrc = 1'b0;   
				  Branch_equal= 1'b0;
				  Branch_not_equal = 1'b0;
				  Branch_greater= 1'b0;
				  Branch_less= 1'b0;
                  Jump = 1'b0;
				  Jump_Register = 1'b0;
				  SAJ = 1'b0;
                  ALUOp1 = 4'b0000;	
                  ALUOp2 = 4'b0000;	
      case(Opcode)   
	   7'b0000001: begin  
				RegWrite = 3'b001;
				ALUSrc = 1'b0;
			case(funct12[3:0])
				4'b0000: begin ALUOp1 = 4'b0000; MemToReg = 2'b01; end  
				4'b0001: begin ALUOp1 = 4'b0001; MemToReg = 2'b01; end  
				4'b0010: begin ALUOp1 = 4'b0010; MemToReg = 2'b01; end  
				4'b0011: begin ALUOp1 = 4'b0011; MemToReg = 2'b01; end  
				4'b0100: begin ALUOp1 = 4'b0100; MemToReg = 2'b01; end  
				4'b0101: begin ALUOp1 = 4'b0101; MemToReg = 2'b01; end  
				4'b0110: begin ALUOp1 = 4'b1000; MemToReg = 2'b01; end  
				4'b0111: begin ALUOp1 = 4'b0110; MemToReg = 2'b01; end  
				4'b1000: begin ALUOp1 = 4'b0111; MemToReg = 2'b01; end   
				4'b1001: begin  
						 ALUOp1 = 4'b0010;
						 ALUOp2 = 4'b0000;
						 MemToReg = 2'b10;  
						 end
				default: ;
				endcase
				end
	   7'b0000010: begin  
				ALUSrc = 1'b1;
				RegWrite = 3'b001;	
				ALUOp1 = 4'b0000; 
				MemToReg = 2'b01;
				end 
	  7'b0000011: begin  
				ALUSrc = 1'b1;
				RegWrite = 3'b001;	
				ALUOp1 = 4'b0001; 
				MemToReg = 2'b01;
				end 
	  7'b0000100: begin  
				ALUSrc = 1'b1;
				RegWrite = 3'b001;	
				ALUOp1 = 4'b0010; 
				MemToReg = 2'b01;
				end 
	   7'b0000101: begin  
				ALUSrc = 1'b1;
				RegWrite = 3'b001;	
				ALUOp1 = 4'b0011; 
				MemToReg = 2'b01;
				end 
	   7'b0000110: begin  
				ALUSrc = 1'b1;
				RegWrite = 3'b001;	
				ALUOp1 = 4'b0100;
				MemToReg = 2'b01;
				end 
	   7'b0000111: begin  
				ALUSrc = 1'b1;
				RegWrite = 3'b001;	
				ALUOp1 = 4'b0101; 
				MemToReg = 2'b01;
				end 
	    7'b0001000: begin  
				ALUSrc = 1'b1;
				RegWrite = 3'b001;	
				ALUOp1 = 4'b1000; MemToReg = 2'b01;
				end 
	    7'b0001001: begin  
				ALUSrc = 1'b1;
				RegWrite = 3'b001;	
				ALUOp1 = 4'b0110; MemToReg = 2'b01;
				end 
	    7'b0001010: begin  
				ALUSrc = 1'b1;
				RegWrite = 3'b001;	
				ALUOp1 = 4'b0111; MemToReg = 2'b01;
				end 
	 7'b0001011: begin     
				MemRead = 1'b1;
				MemToReg = 2'b00; 
				ALUSrc = 1'b1; 
				ALUOp1 = 4'b0000;
				RegWrite = 3'b001;	  
                  end  			  
	 7'b0001100: begin  
				MemRead = 1'b1;
				MemToReg = 2'b00; 
				ALUSrc = 1'b1; 
				ALUOp1 = 4'b0000;
				RegWrite = 3'b011; 
                  end  			  
	7'b0001101: begin  
				MemRead = 1'b1;
				MemToReg = 2'b00; 
				ALUSrc = 1'b1; 
				ALUOp1 = 4'b0000;
				RegWrite = 3'b100; 
                  end  				  
	7'b0001110: begin  
				MemRead = 1'b1;
				MemToReg = 2'b00; 
				ALUSrc = 1'b1; 
				ALUOp1 = 4'b0000;
				RegWrite = 3'b101; 
                  end  				  
	7'b0001111: begin  
				MemRead = 1'b1;
				MemToReg = 2'b00; 
				ALUSrc = 1'b1; 
				ALUOp1 = 4'b0000;
				RegWrite = 3'b110; 
                  end  
	7'b0010000: begin  
				MemRead = 1'b1;
				MemToReg = 2'b00; 
				ALUSrc = 1'b1; 
				ALUOp1 = 4'b0000;
				RegWrite = 3'b010; 
                  end 
	7'b0010001: begin  
				Jump_Register   = 1'b1;
                  end 
	 7'b0010010: begin  
				Branch_equal = 1'b1;      
				end
	 7'b0010011: begin  
				Branch_not_equal = 1'b1;  
				end
	 7'b0010100: begin  
				Branch_greater = 1'b1;    
				end
	 7'b0010101: begin  
				Branch_less  = 1'b1;      
				end
	 7'b0010110: begin  
				MemWrite = 2'b01; 
				ALUSrc = 1'b1;
				ALUOp1 = 4'b0000; 
                  end 		
	 7'b0010111: begin  
				MemWrite = 2'b10; 
				ALUSrc = 1'b1;
				ALUOp1 = 4'b0000; 
                  end 
	 7'b0011000: begin  
				MemWrite = 2'b11; 
				ALUSrc = 1'b1;
				ALUOp1 = 4'b0000; 
                  end 
	 7'b0011001: begin  
				MemWrite = 2'b01; 
				ALUSrc = 1'b1;
				ALUOp1 = 4'b0000; 
				SAJ = 1'b1; 
                  end 	
	 7'b0011010: begin   
				RegWrite = 3'b111;
				Jump = 1'b1;
                  end 	
		default: ;
      endcase
	  end
endmodule
$ cat flow/run.sh
#!/bin/bash
# OpenROAD 26Q1-2900-gdf79404cd8, Yosys 0.63+post, stock flow scripts
make -C /OpenROAD-flow-scripts/flow DESIGN_CONFIG=/design/flow/config.mk WORK_HOME=/design/flow/orfs finish
$ cat flow/config.mk
export PLATFORM = sky130hd
export DESIGN_NAME = control
export DESIGN_NICKNAME = control
export VERILOG_FILES = /design/flow/design.v
export SDC_FILE = /design/flow/constraint.sdc
export NUM_CORES = 4
export LEC_CHECK = 1
export CORE_AREA = 10 10 70 70
export DIE_AREA = 0 0 80 80
$ cat flow/constraint.sdc
current_design control

set clk_period 2.5
set clk_io_pct 0.2

create_clock -name clk0 -period $clk_period

set non_clock_inputs [all_inputs -no_clocks]
set_input_delay [expr $clk_period * $clk_io_pct] -clock clk0 $non_clock_inputs
set_output_delay [expr $clk_period * $clk_io_pct] -clock clk0 [all_outputs]
==> qor.csv <==
metric,value,unit
finalHoldViolations,0,
ys_cells,107,
worstPathArrival,1.95,ns
start_kind,input pin,
ys_area,673.1,um2
min_period,2.446,ns
drt_first_pass_iters,4,
irDropWorstVdd,0.06077,mV
outcome,completed,
syn2layout_area_growth,115.1,%
n_antenna_cell,0,
fp_util,0.1971,
chipArea,6400,um2
ys_seq_frac,0,
die_x,80,um
met2WireLength,1374,um
warning_count,34,
grt_pass1_vias,1024,
synth_area_leader_cell,buf_4,
setup_slack,0.05449,ns
setup_viol,0,
cp_num_buf_inv,5,
min_path_type,in2out,
placed_cells,207,
vias,978,
grt_max_degree,10,
wl_met3,229,um
synth_top_area_share,0.1561,
clockPowerShare,0,
pin_count,52,
ant_nets,0,
final_common_cell,buf_4,
stdcell_area,1448,um2
drive_gt1_frac,0.4713,
fin_util,0.4238,
hpwl,2165,um
flop_area,0,um2
drc,0,
critPathKind,in2out,
p_per_area,125.2,nW/um2
placed_area,1235,um2
tns,0,ns
num_rows,21,
ys_types,40,
comb_power_share,1.000,
rsz0062_at_grt,false,
whs,1.000,ns
cpMostUsedCell,buf_4,
area_leaders,"buf_4 16%, nand2b_1 8.4%, nor2b_1 7.4%",
syn_inst,107,
ys_warn_count,1,
pre_cts_ws,-0.4733,ns
wl,2839,um
grtUsageTotal,0.08728,
fin_crit_sh,0.9782,
maxSlewViolCount,0,
nClkBuffers,0,
crit_path_max_fanout,6,
core_area,3416,um2
wl_met1,1234,um
maxCapViolCount,0,
p_sw,78.11,uW
netSwitchingFraction,0.4311,
cp_slowest_cell,clkdlybuf4s50_1,
die_y,80,um
portBuffers,35,
grt_pass1_wl,4788,um
drt_iter0_drc,47,
fmax,408.9,MHz
synth.avg_cell_area,6.291,um2
worstPathCellList,"dlygate4sd2_1, buf_6, buf_4, a21o_1, buf_4, a32oi_2, nor2_2, clkdlybuf4s50_1",
instances_no_fill,220,
cp_top_family,buffers and inverters,
gp_congestion,0.8974,
wl_per_cell,12.90,um
viasPerCell,4.445,
mappedNetlistArea,673.1,um2
cp.required,2.00,ns
top_layer,met3,
seqPwrFrac,0,
p_int,103.1,uW
power,181.2,uW
seq_cell_count,0,
slowest_delay,0.40,ns
fillers,339,
p_leak,0.6931,nW
grt_remaining_overflow,0,
crit_path_end_kind,output pin,
final_cell_mix,"43 x buf_4, 16 x dlygate4sd2_1, 10 x clkdlybuf4s50_1, 9 x nand2b_1",
antenna_found_initial,0,
## power by group through the flow
| stage | Clock (mW) | Combinational (mW) | Sequential (mW) |
|---|---|---|---|
| CTS | 0 | 0.173 | 0 |
| global route | 0 | 0.198 | 0 |
| finish | 0 | 0.181 | 0 |
## logic make-up after synthesis
group / after synthesis / share of synthesized area
buf+inv: 25 / 0.2286
xor+xnor: 2 / 0.02603
other cells: 1 / 0.005571
simple gates: 52 / 0.4591
compound gates: 27 / 0.2807
## metal layers
layer | vias up | global-route usage
li1 | 505 | -
met1 | 447 | 0.1114
met2 | 26 | 0.1485
met3 | 0 | 0.02500
met4 | 0 | 0.003521
met5 | - | 0
## final cells by class
type	instances	area, um2	area share
inverter	3	11.26	0.007779
tap	46	57.56	0.03976
multi-input combinational	85	658.1	0.4546
timing repair buffer	86	720.7	0.4978
## cells in the mapped netlist, types with 3 or more instances
master    instances
o21ai_0           4
inv_1             3
buf_4            14
nor2b_1           8
buf_2             5
nand2b_1          9
nor3b_1           3
a21oi_1           8
nor2_1           12
nand2_1           5
## timing repair
item,4_1_cts,5_1_grt
setup endpoints to repair,20,16
buffers inserted,10,2
gates cloned,2,0
gates resized,53,20
hold buffers,0,0
pin swaps,14,5
## final timing paths
check / from / end / slack [ns] / cells past startpoint
setup / recovery: Opcode[0] / MemRead / 0.05 / 8
hold / removal: funct12[4] / funct12_out_debug[4] / 1.00 / 0
Power and IR drop assume default switching activity.
